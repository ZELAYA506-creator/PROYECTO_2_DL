[design/flow/run.sh]
#!/bin/bash
# OpenROAD 26Q1-2900-gdf79404cd8, Yosys 0.63+post, stock flow scripts
make -C /OpenROAD-flow-scripts/flow DESIGN_CONFIG=/design/flow/config.mk WORK_HOME=/design/flow/orfs finish
[design/flow/config.mk]
export PLATFORM = sky130hd
export DESIGN_NAME = bin_to_bcd
export DESIGN_NICKNAME = bin_to_bcd
export VERILOG_FILES = /design/flow/design.v
export SDC_FILE = /design/flow/constraint.sdc
export NUM_CORES = 4
export LEC_CHECK = 1
export CORE_AREA = 10 10 108 108
export DIE_AREA = 0 0 118 118
[design/flow/constraint.sdc]
current_design bin_to_bcd

set clk_period 15.8
set clk_io_pct 0.2

create_clock -name clk0 -period $clk_period

set non_clock_inputs [all_inputs -no_clocks]
set_input_delay [expr $clk_period * $clk_io_pct] -clock clk0 $non_clock_inputs
set_output_delay [expr $clk_period * $clk_io_pct] -clock clk0 [all_outputs]
[design/flow/design.v]
module bin_to_bcd (
    input  logic [12:0] bin,
    output logic [3:0] bcd0, bcd1, bcd2, bcd3
);
    logic [27:0] shift_reg;
    integer i;
    always_comb begin
        shift_reg = 28'd0;
        shift_reg[12:0] = bin;
        for (i = 0; i < 13; i = i + 1) begin
            if (shift_reg[15:12] >= 5) shift_reg[15:12] += 3;
            if (shift_reg[19:16] >= 5) shift_reg[19:16] += 3;
            if (shift_reg[23:20] >= 5) shift_reg[23:20] += 3;
            if (shift_reg[27:24] >= 5) shift_reg[27:24] += 3;
            shift_reg = shift_reg << 1;
        end
        bcd3 = shift_reg[27:24];
        bcd2 = shift_reg[23:20];
        bcd1 = shift_reg[19:16];
        bcd0 = shift_reg[15:12];
    end
endmodule
==> impl_metrics.csv <==
group,metric,value,unit
setup_path,endpoint_kind,"output pin",
routing,final_antenna_net_count,0,
global_routing,antenna_found_initial,0,
final_timing,hold_viol,0,
global_routing,grt_max_degree,23,
routing,diodes,0,
yosys,syn_area_per_cell,7.01,um^2
setup_path,worstPathRequired,12.64,ns
final_timing,min_period,15.26,ns
finish,mostFrequentLayoutCell,"nor2_1",
hold_path,hold_depth,3,
yosys,top_area_share,7.23,%
global_routing,met3_usage,0.875,%
floorplan,die_h,118,um
finish,drive_above_1_share,25.4,%
routing,drt-total-wl,10300,um
yosys,fa_ha_area_share,7.76,%
floorplan,fp.dieW,118,um
yosys,simple_gate_area_share,25.2,%
setup_path,cp-endpoint,"bcd2[3]",
placement,place.gp.congestion,0.860,
finish,areaGrowthSynthToFinish,23.5,%
global_routing,grt_pass1_wl,16800,um
global_routing,grt.busiest_layer,"met2",
setup_path,cp_common_cell,"inv_2",
yosys,syn_area,0.00398,mm^2
yosys,synth_area_leader_cell,"ha_1",
setup_path,cp-start-kind,"primary input",
placement,port_buffers,28,
routing,viasPerCell,6.02,
hold_path,hp-class,"primary input to output pin",
finish,fin_cells,739,
yosys,compound_area_share,44.7,%
placement,hpwl,7640,um
floorplan,coreArea,0.00928,mm^2
floorplan,boundaryPins,29,
yosys,netlist-cell-type-count,105,
final_timing,hold_slack,7.31,ns
finish,nClkBuffers,0,
global_routing,grt_pass1_vias,3841,
yosys,logic_family,"AND-OR/OR-AND gates",
final_timing,max_slew_margin,44.9,%
final_timing,setup_viol,0,
flow_run,tool_warnings,37,
finish,seq_cell_count,0,
final_timing,slew_viol_final,0,
setup_path,critPathLaunch,"bin[11]",
routing,initialDrtViolationCount,297,
floorplan,fp_util,42.9,%
flow_run,drv_cap,0,
outcome,status,"finished clean",
yosys,area_leaders,"ha_1 7.2%, mux2i_1 5.5%, nor2_1 5.5%",
finish,final_cell_mix,"57 x nor2_1, 41 x buf_4, 39 x nand2_1",
floorplan,num_rows,35,
yosys,netlist_instances,568,
global_routing,track_usage,13.1,%
global_routing,met2_usage,22.0,%
floorplan,dieArea,0.0139,mm^2
setup_path,critPathMaxStageDelay,0.53,ns
finish,seqCellArea,0,um^2
yosys,xor_area_share,6.19,%
placement,placed_cells,719,
global_routing,overflow,0,
yosys,ys_sh_mux,8.99,%
setup_path,worstSetupPathType,"primary input to output pin",
routing,vias,4449,
yosys,ys_cells,568,
routing,wl_per_cell,14.0,um
yosys,ys_area,0.00398,mm^2
final_timing,fin_crit_sh,96.6,%
final_timing,max_freq,65.5,MHz
setup_path,cp_max_fo,8,
yosys,ys_seq_share,0,%
setup_path,worstPathArrival,12.10,ns
global_routing,grtUsageMet1,18.8,%
routing,dr.pass1.iters,5,
routing,drcViolationCount,0,
final_timing,worst_pin_slew,0.826,ns
clock_tree,post_cts_hold_buffer_count,0,
yosys,yosys_warnings,1,
setup_path,crit_path_top_delay_cell,"or4_4",
[layer usage]
| metal | up-vias | routed length, um |
|---|---|---|
| li1 | 2302 | - |
| met1 | 2059 | 5240 |
| met2 | 81 | 4760 |
| met3 | 7 | 322 |
| met4 | 0 | 31 |
| met5 | - | 0 |
[synth_stat cells (all sizes together) (16+ instances only)]
cell type and count:
a21oi 41, clkbuf 16, o211ai 16, mux2i 23, ha 23, o21ai 34, nor3 17, nand2 41
xnor2 16, inv 32, nand3 18, nor2 61
[through the flow]
step | setup TNS [ns] | instance area (um^2) | worst slack [ns] | utilization (%)
4_1_cts | 0 | 4470 | 0.0480 | 48.2
3_3_place_gp | -0.0248 | 4440 | -0.0218 | 47.8
5_1_grt | -0.260 | 4910 | -0.0874 | 52.9
2_1_floorplan | 0 | 3980 | 0.908 | -
6_report | 0 | 4910 | 0.535 | 52.9
3_5_place_dp | -1.05 | 4440 | -0.231 | 47.8
[worst max-delay path: cells and delay by family]
| kind | cells | cell delay, ns |
|---|---|---|
| XOR/XNOR | 3 | 0.52 |
| adder cells (fa/ha/maj) | 8 | 1.53 |
| multiplexers | 3 | 0.89 |
| AND/OR/NAND/NOR | 8 | 1.41 |
| buffers and inverters | 11 | 1.74 |
| AND-OR/OR-AND | 15 | 2.86 |
[cells by family after synthesis]
family          Yosys count
buf+inv                  62
mux                      33
fa+ha+maj                25
other cells               1
compound gates          228
xor+xnor                 21
simple gates            198
[worst min path at each step]
stage,start,endpoint,slack (ns)
4_1_cts,bin[0],bcd0[1],7.32
5_1_grt,bin[0],bcd0[1],7.35
6_report,bin[0],bcd0[1],7.31
[layout make-up]
| type | count | area (um^2) |
|---|---|---|
| fillers | 855 | 4370 |
| inverters | 34 | 133 |
| multi-input cells | 506 | 4020 |
| well taps | 129 | 161 |
| repair buffers | 70 | 599 |
[timing repair]
item / in CTS / in global routing
resized: 4 / 60
pin swaps: 1 / 24
buffers inserted: 1 / 19
setup endpoints to repair: 8 / 10
