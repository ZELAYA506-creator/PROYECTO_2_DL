==> /design/flow/design.v <==
module decoder_bcd_7seg (
    input  logic [3:0] bcd,
    output logic [6:0] seg
);
    always_comb begin
        case (bcd)
            4'd0: seg = 7'b1000000;
            4'd1: seg = 7'b1111001;
            4'd2: seg = 7'b0100100;
            4'd3: seg = 7'b0110000;
            4'd4: seg = 7'b0011001;
            4'd5: seg = 7'b0010010;
            4'd6: seg = 7'b0000010;
            4'd7: seg = 7'b1111000;
            4'd8: seg = 7'b0000000;
            4'd9: seg = 7'b0010000;
            default: seg = 7'b1111111;  
        endcase
    end
endmodule
module display_mux (
    input  logic clk,
    input  logic reset,
    input  logic [3:0] bcd0, bcd1, bcd2, bcd3,
    output logic [6:0] seg,
    output logic [3:0] sel
);
    logic [1:0] count;
    logic [3:0] current_bcd;
    always_ff @(posedge clk or posedge reset) begin
        if (reset)
            count <= 0;
        else
            count <= count + 1;
    end
    always_comb begin
        case (count)
            2'd0: begin sel = 4'b1110; current_bcd = bcd0; end
            2'd1: begin sel = 4'b1101; current_bcd = bcd1; end
            2'd2: begin sel = 4'b1011; current_bcd = bcd2; end
            2'd3: begin sel = 4'b0111; current_bcd = bcd3; end
        endcase
    end
    decoder_bcd_7seg dec (
        .bcd(current_bcd),
        .seg(seg)
    );
endmodule
==> /design/flow/run.sh <==
#!/bin/bash
# OpenROAD 26Q1-2900-gdf79404cd8, Yosys 0.63+post, stock flow scripts
make -C /OpenROAD-flow-scripts/flow DESIGN_CONFIG=/design/flow/config.mk WORK_HOME=/design/flow/orfs finish
==> /design/flow/config.mk <==
export PLATFORM = sky130hd
export DESIGN_NAME = display_mux
export DESIGN_NICKNAME = display_mux
export VERILOG_FILES = /design/flow/design.v
export SDC_FILE = /design/flow/constraint.sdc
export NUM_CORES = 4
export LEC_CHECK = 1
export CORE_AREA = 10 10 70 70
export DIE_AREA = 0 0 80 80
==> /design/flow/constraint.sdc <==
current_design display_mux

set clk_period 3.0
set clk_io_pct 0.2

create_clock -name clk0 -period $clk_period [get_ports {clk}]

set non_clock_inputs [all_inputs -no_clocks]
set_input_delay [expr $clk_period * $clk_io_pct] -clock clk0 $non_clock_inputs
set_output_delay [expr $clk_period * $clk_io_pct] -clock clk0 [all_outputs]
==> metrics.cfg <==
[global_route]
grt_pass1_vias = 544
track_usage_pct = 4.98
gr-total-overflow = 0
grt_pass1_wl_um = 2530
grt_max_degree = 8
grt_antenna_before_repair = 0

[die]
fp-utilization_pct = 11.3
coreArea_um2 = 3420
die_x_um = 80
die_h_um = 80
num_rows = 21
io-pin-count = 29
die_area_um2 = 6400

[setup_path]
startpoint_type = primary input
cp.arrival_ns = 2.45
cp-end-kind = output pin
r2r-start = count[0]
path_max_fanout = 5
ff2ff_path_depth = 2
critical_path_class = in2out
required_ns = 2.40
worst-r2r-setup-slack_ns = 2.13
r2r_end = count[1]

[final_timing]
finalClockPeriodUsage_pct = 102
finalHoldViolCount = 0
period_needed_ns = 3.05
skew_ns = 0.000518
worst_slack_ns = -0.0462
grt_setup_unrepaired = yes
setup_violations = 2
drv_slew = 0
worst_slew_pin_slew_ns = 0.571
max_slew_margin_pct = 60.8
fmax_mhz = 328

[drt]
diodes = 0
wire_per_inst_um = 12.1
vias = 507
drt_pre_antenna_iters = 6
drtAntennaViolNets = 0
drt-total-wl_um = 1610
drc = 0
first_iter_violations = 25
via_per_inst = 3.81

[clock_tree]
ctsLongestPathBuffers = 2
htreeDepth = 1
clock_sinks = 2
clk_latency_ns = 0.23
cts.clk_slew.worst_paths_ns = 0.03
cts_tree = yes
root_buffer = clkbuf_4
postCtsHoldBufs = 0
cts_buffers = 3

[synth]
synthArstFlopShare_pct = 100
area_leaders = ha_1, dfrtp_1, a222oi_1
top_logic_kind = adder cells
synth_cell_types = 18
simple_gate_share_pct = 11.0
synthCells = 49
synth_seq_share_pct = 13.0
yosys-stat-area_um2 = 385
post_synth_xor_area_fraction_pct = 0
synth_area_per_cell_um2 = 7.86
post-synth-top-count-cell = inv_1
top_area_cell = ha_1
synth_flops = 2
muxShareOfSynthArea_pct = 19.8
top_cell_area_share_pct = 22.7
flop_cell = dfrtp_1
synth_warnings = 2
edf_count = 0
synth.top_cells.by_count = inv_1, ha_1, a21oi_1, a222oi_1, mux2i_1
yosys.area_share.adder_pct = 22.7
synth_area_um2 = 385
aoi_share_pct = 21.8
yosys-stat-cells = 49

[job]
drv_cap = 0
openroad.warnings = 32

[pwr]
power.density_nw_per_um2 = 193
p_leak_nw = 0.353
ir_worst_vdd_uv = 69.0

[worst_hold_path]
min_to = count[0]
min_from = count[0]
hp-class = reg2reg
hold_depth = 1

[finish]
regMostFlops = count
syn2layout_area_growth_pct = 113
fillerInstances = 374
stdcell_count = 133
largest_reg_flops = 2
drive_above_1_share_pct = 32.2
reg_top3 = count: 2 flops

[placed_design]
dp_slack_ns = -0.165
dp.cells = 127
portBuffers = 28
gp_congestion = 0.808
hpwl_um = 1320

[outcome]
status = finished with violations
violations = setup timing

==> metal layers <==
layer	GRT usage (%)	up-vias	wire length, µm
met4	0.704	0	27
li1	-	251	-
met3	1.59	3	86
met5	0	-	0
met1	5.57	238	669
met2	9.07	15	830
==> through the flow <==
stage                     setup TNS, ns  util [%]  power (mW)  cell area, µm²  hold slack, ns
final                           -0.0762      24.1       0.159             822           0.513
after global routing             -0.444      24.1       0.175             822           0.528
after CTS                        -0.169      23.3       0.161             796           0.522
after detailed placement         -0.809      22.1      0.0942             753           0.509
after global placement           -0.782      22.1      0.0937             753           0.479
after floorplan                       0         -      0.0464             385           0.341
==> cell families (layout without fill, tap and decap cells) <==
family	Yosys count	count (layout)
buffers and inverters	12	50
DFF	2	2
muxes	7	7
and+or+nand+nor	9	9
AOI/OAI and AO/OA	12	12
adders and majority gates	7	7
==> report_power, final <==
part | internal, mW | switching, mW
Sequential | 0.0272 | 0
Combinational | 0.0449 | 0.0253
Clock | 0.0443 | 0.0172
Total | 0.116 | 0.0425
==> worst max path at each step <==
stage            start     end  slack [ns]  depth (start not counted)
CTS            bcd3[1]  seg[4]       -0.07                          6
finish         bcd3[3]  seg[4]       -0.05                          6
global route  count[0]  seg[6]       -0.20                          8
==> cell type report <==
cell class	count	area, µm²	share of cell area (%)
multi-input combinational	35	324	39.4
clock buffer	3	22.5	2.74
sequential	2	50.0	6.09
inverter	12	45.0	5.48
timing repair buffer	35	323	39.3
tap	46	57.6	7.00
==> cells in the final DEF (no fill, tap or decap), types with 3 or more instances in the layout <==
cell type,Yosys,layout
ha_1,7,5
a21oi_1,4,3
clkbuf_4,0,3
inv_2,2,3
mux2i_1,4,4
nand2_1,3,3
inv_1,10,9
buf_4,0,6
a222oi_1,4,4
clkdlybuf4s50_1,0,23
==> critical path: stages <==
cell and delay, ns:
clkdlybuf4s50_1 0.41, a222oi_1 0.39, mux2i_1 0.28, a211oi_2 0.27, a31oi_1 0.06, clkdlybuf4s50_1 0.45
==> what timing repair did <==
item                                    in CTS  in global routing
resized                                      8                 14
pin swaps                                    5                  4
endpoints found under the setup margin       7                  7
buffers inserted                             3                  1
No activity file was given, so power comes from the tool's default toggle rates.
