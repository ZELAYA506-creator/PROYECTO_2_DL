[./run.sh]
#!/bin/bash
# OpenROAD 26Q1-2900-gdf79404cd8, Yosys 0.63+post, stock flow scripts
make -C /OpenROAD-flow-scripts/flow DESIGN_CONFIG=/design/flow/config.mk WORK_HOME=/design/flow/orfs finish
[./config.mk]
export PLATFORM = sky130hd
export DESIGN_NAME = subsistema_suma
export DESIGN_NICKNAME = subsistema_suma
export VERILOG_FILES = /design/flow/design.v
export SDC_FILE = /design/flow/constraint.sdc
export NUM_CORES = 4
export LEC_CHECK = 1
export CORE_AREA = 10 10 70 70
export DIE_AREA = 0 0 80 80
[./constraint.sdc]
current_design subsistema_suma

set clk_period 8.4
set clk_io_pct 0.2

create_clock -name clk0 -period $clk_period

set non_clock_inputs [all_inputs -no_clocks]
set_input_delay [expr $clk_period * $clk_io_pct] -clock clk0 $non_clock_inputs
set_output_delay [expr $clk_period * $clk_io_pct] -clock clk0 [all_outputs]
[./design.v]
module subsistema_suma (
    input  logic [11:0] numero1,
    input  logic [11:0] numero2,
    output logic [12:0] resultado_binario
);
    assign resultado_binario = numero1 + numero2;
endmodule
==> job_summary.md <==
### Flow metrics

| Metric | Value |
|---|---|
| Detail-routed via count per cell | `4.628` |
| And+or+nand+nor area frac | `0.2829` |
| Die height | `80 um` |
| Detailed-route wire length per cell | `12.43 um` |
| Area taken by flip-flops and latches | `0 um2` |
| Post-detailed-routing wire length | `2038 um` |
| Critical Path Max Stage Delay | `490 ps` |
| Largest voltage drop on the vdd net | `0.00002428 V` |
| Most popular library cell in the synthesized design by count | `sky130_fd_sc_hd__ha_1` |
| Effective utilization at floorplan | `0.1839` |
| Pwr Density | `75.71 nW/um2` |
| Final setup violation count | `0` |
| Share of synthesized area occupied by flip-flops and latches | `0` |
| Core ar. | `3416 um2` |
| Number of standard-cell rows in the floorplan | `21` |
| Via count of the first global-routing pass | `729` |
| Share of final-layout standard cells stronger than drive strength 1 | `0.03390` |
| Type of the tightest min-delay check | `in2out` |
| Synth top cells by count | `12 x sky130_fd_sc_hd__ha_1, 8 x sky130_fd_sc_hd__a21oi_1, 6 x sky130_fd_sc_hd__a21o_1` |
| Number of flip-flops and latches | `0` |
| Leakage power | `0.4286 nW` |
| Crit path arrival time | `4110 ps` |
| Antenna cells | `0` |
| Met3 layer usage reported by global route | `0.003409` |
| Hpwl dp | `1817 um` |
| I/O Buffers | `37` |
| Most utilized layer in the global route result | `met2` |
| Type of element launching the critical path | `primary input` |
| Outcome | `complete, no violations` |
| Post-Place Cells | `164` |
| Violation count after the first detailed-route iteration | `12` |
| Share of the synthesized netlist area taken by xor and xnor gates | `0.09761` |
| Crit. Startpoint | `numero1[0]` |
| YS chip area | `628.1 um2` |
| Number of distinct library cells after synthesis | `33` |
| Most common cell type on the critical path | `sky130_fd_sc_hd__clkdlybuf4s50_1` |
| Fin cells | `164` |
| Boundary pin count | `37` |
| Crit path max-delay family | `buffers and inverters` |
| Final hold violation count | `0` |
| Number of cell instances after yosys synthesis | `82` |
| Cells traversed along the worst timing path | `clkdlybuf4s50_1 > ha_1 > fa_1 > a211oi_1 > o21ai_0 > a31oi_1 > xnor2_1 > clkdlybuf4s50_1` |
| First-pass iteration count of the detailed router | `4` |
| Tool Warnings | `32` |
| Initial antenna violation count | `0` |
| Multi-input logic area | `619.3 um2` |
| Synth mux share | `0` |
| Critical path endpoint | `resultado_binario[10]` |
| Post-CTS Hold Buffers | `0` |
| DRC violations left | `0` |
| Post-Route Setup TNS | `0 ps` |
| Slew Limit Fails | `0` |
| Worst slew margin | `0.6660` |
| Antenna-violating nets left | `0` |
| Library cell with the largest summed area after synthesis | `sky130_fd_sc_hd__ha_1` |
| Largest cells by area | `sky130_fd_sc_hd__ha_1 24%, sky130_fd_sc_hd__a21o_1 7.2%, sky130_fd_sc_hd__xnor2_1 7.0%, sky130_fd_sc_hd__a21oi_1 6.4%, sky130_fd_sc_hd__a2111oi_0 4.2%` |
| Instance count of the mapped netlist | `82` |
| Count of maximum capacitance violations | `0` |
| Maximum number of pins on one net before global-route repair | `9` |
| Setup Fix Bufs, Post-CTS | `0` |
| Period minus WS final | `5785 ps` |
| CP max-delay cell | `sky130_fd_sc_hd__clkdlybuf4s50_1` |
| Place WS | `2622 ps` |
| Final worst-path setup slack | `2615 ps` |
| Top fanout value on the critical path | `3` |
| Area delta synth->final | `67.33%` |
| Max Freq | `172.9 MHz` |
| Critical path data required time | `6720 ps` |
| Total congestion overflow after global routing | `0` |
| Count of buffering cells on the critical path with inverters included | `2` |
| Number of filler instances in the final layout | `384` |
| Final-layout clock buffer total | `0` |
| Met2 layer usage reported by global route | `0.1027` |
| Via Count | `759` |
| Slew at the pin with the worst max-slew slack | `496.6 ps` |
| Mean instance size in the synthesized netlist | `7.660 um2` |
| WP depth | `8` |
| Wire length of the first global-routing pass | `3422 um` |
| Setup repair after global routing missed its margin | `false` |
| Element type at the critical path end | `output port` |
| Number of warnings reported in the yosys synthesis log | `0` |
| Main kind of combinational logic by area | `AND-OR/OR-AND gates` |
| Setup Crit Path Kind | `in2out` |
| Aoi share | `0.3347` |
| Max-area cell share | `0.2390` |
| Total die area | `6400 um2` |
| Adder and majority cell fraction of the synthesized area | `0.2709` |
| Count of instances resized after the clock tree is built | `0` |
| Routability congestion estimate from global placement | `0.8106` |
| Portion of the clock cycle consumed by the worst path in the final layout | `0.6887` |
| Die W | `80 um` |
| Total routing usage reported by global routing | `0.06270` |
| Netlist Area Pre-Place | `628.1 um2` |
| GRT met1 Usage | `0.09284` |
==> worst min-delay path by stage <==
stage	from	endpoint	cells past startpoint
CTS	numero2[0]	resultado_binario[0]	3
finish	numero2[0]	resultado_binario[0]	3
global route	numero2[0]	resultado_binario[0]	3
==> cell usage in the layout, fill, tap and decap left out, drive strengths merged, types with 2 or more instances in the layout <==
cell type and count:
o211ai 3, nand2 4, xor2 2, clkdlybuf4s50 37, nand2b 2, a21o 6
xnor2 5, a31o 2, nor3b 2, or4 3, nor2 4, nand3 4
nor2b 3, a21oi 8, and4 2, ha 12, a2111oi 3, o21ai 2
==> final cells by class <==
cell class / instances / area share
multi-input combinational: 80 / 0.5893
tap: 46 / 0.05476
timing repair buffer: 37 / 0.3524
inverter: 1 / 0.003571
==> tightest hold or removal path, stage by stage <==
cell and delay [ps]:
sky130_fd_sc_hd__clkdlybuf4s50_1 460, sky130_fd_sc_hd__ha_1 110, sky130_fd_sc_hd__clkdlybuf4s50_1 460
==> per-stage QoR <==
stage	power (mW)	area [um2]	hold slack, ps	utilization
after floorplan	0.03676	628.1	3432	-
after global placement	0.08039	1051	4400	0.3077
after detailed placement	0.08096	1051	4393	0.3077
after CTS	0.08135	1051	4398	0.3077
after global routing	0.08939	1051	4440	0.3077
final	0.07957	1051	4391	0.3077
==> power by group <==
group	switching, mW	leakage, nW	internal [mW]
Sequential	0	0	0
Clock	0	0	0
Combinational	0.0295	0.429	0.0501
==> cells by family after synthesis <==
logic type	after synthesis
compound gates	30
xor+xnor	7
fa+ha+maj	13
buf+inv	2
simple gates	30
==> layer usage <==
metal,share of wire,wire length [um],up-vias
li1,-,-,401
met1,0.51,1039,345
met2,0.47,960,13
met3,0.019,38,0
met4,0,0,0
met5,0,0,-
Power is estimated from default activity; no workload was simulated.
